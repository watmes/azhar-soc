### /design/flow/run.sh
#!/bin/bash
# OpenROAD 26Q1-2900-gdf79404cd8, Yosys 0.63+post, stock flow scripts
make -C /OpenROAD-flow-scripts/flow DESIGN_CONFIG=/design/flow/config.mk WORK_HOME=/design/flow/orfs finish
### /design/flow/config.mk
export PLATFORM = sky130hd
export DESIGN_NAME = AXI4_Lite_interface
export DESIGN_NICKNAME = AXI4_Lite_interface
export VERILOG_FILES = /design/flow/design.v
export SDC_FILE = /design/flow/constraint.sdc
export NUM_CORES = 4
export LEC_CHECK = 1
export CORE_AREA = 10 10 114 114
export DIE_AREA = 0 0 124 124
### /design/flow/constraint.sdc
current_design AXI4_Lite_interface

set clk_period 3.9
set clk_io_pct 0.2

create_clock -name clk0 -period $clk_period [get_ports {clk}]

set non_clock_inputs [all_inputs -no_clocks]
set_input_delay [expr $clk_period * $clk_io_pct] -clock clk0 $non_clock_inputs
set_output_delay [expr $clk_period * $clk_io_pct] -clock clk0 [all_outputs]
### /design/flow/design.v
`timescale 1ns / 1ps
module AXI4_Lite_interface 
#(parameter data_width = 32,
  parameter IDLE = 3'b000,                   
  parameter Rd_Addr_channel = 3'b001,
  parameter RD_Data_channel = 3'b010,
  parameter Wr_Addr_channel = 3'b011,        
  parameter Wr_Data_channel = 3'b100,
  parameter Wr_response_channel = 3'b101)
(
input clk,
input reset,
input Read_Request,              
input Write_Request,            
input [31:0] Addr,              
output reg [data_width-1 : 0] Read_Data ,     
input  [data_width-1 : 0] Write_Data,         
input AWready,                            
output reg AWvalid,                       
output reg [31:0] AWaddr,
input Wready,                             
output reg Wvalid,                        
output reg [data_width-1 : 0] Wdata,      
output reg [data_width/8 -1 : 0] Wstrb,   
input Bvalid,                            
input [1:0] Bresp,                       
output reg Bready,                       
input ARready,                           
output reg ARvalid,                      
output reg [31:0] ARaddr,
input Rvalid,                           
input [data_width-1 : 0]Rdata,         
input  [1:0] Rresp,                     
output reg Rready                       
    );
reg [2:0] state,nextstate; 
always@ (posedge clk)
     begin 
      if (~reset)   begin state <= IDLE;    Wstrb <= 4'hf; end   
      else state <= nextstate;    
     end
always@ (*) 
    begin
     case (state)
     IDLE: begin                
       ARaddr = 0;
       ARvalid = 0;
       Rready = 0;
       Read_Data = 0;        
       Wvalid = 0;
       AWaddr = 0;             
       Wdata = 0;
       AWvalid = 0;
       Bready = 0;
       if (Write_Request)   nextstate = Wr_Addr_channel;  
       else if (Read_Request) nextstate = Rd_Addr_channel;    
       else      nextstate = IDLE;                    
          end
      Rd_Addr_channel: begin         
        Wvalid = 0;
        AWvalid = 0;                
        AWaddr = 0;             
        Wdata = 0;
        Bready = 0;
        ARaddr = Addr;
        ARvalid = 1'b1;
        Rready = 1'b1; 
        Read_Data = 0;                         
        if (ARready)  nextstate =  RD_Data_channel;    
        else   nextstate  = Rd_Addr_channel;       
                       end 
     RD_Data_channel : begin     
        Wvalid = 0;
        AWvalid = 0;
        AWaddr = 0;             
        Wdata = 0;
        Bready = 0;
        ARaddr = Addr;
        ARvalid = 1'b0;
        Rready = 1'b1;
        if (Rvalid  && (Rresp == 2'b00)) begin      
           Read_Data = Rdata;
           nextstate =  IDLE;
             end
         else   
           begin                         
           Read_Data = 0; 
           nextstate  = RD_Data_channel;   
           end        
                       end 
     Wr_Addr_channel : begin               
         ARaddr = 0;
         ARvalid = 0;
         Rready = 1'b0;               
         Read_Data = 0; 
         Wvalid = 1;
         AWvalid = 1;
         AWaddr = Addr;
         Wdata = Write_Data;
         Bready = 1;                            
         if ( AWready) nextstate =  Wr_Data_channel;   
         else   nextstate  = Wr_Addr_channel;                                         
                       end 
     Wr_Data_channel : begin           
         ARaddr = 0;
         ARvalid = 0;
         Rready = 1'b0;
         Read_Data = 0; 
         AWaddr = Addr;
         AWvalid = 1'b0;
         Wvalid = 1'b1; 
         Bready = 1;
         if (Wready) begin               
            Wdata = Write_Data;
            nextstate =  Wr_response_channel;
              end
         else   
            begin 
            Wdata = 0;
            nextstate  = Wr_Data_channel;   
            end   
                       end
     Wr_response_channel  : begin    
            AWaddr = Addr;
            AWvalid = 1'b0;
            Wvalid = 1'b0;            
            Wdata = 0;
            Bready = 1;
            ARaddr = 0;
            ARvalid = 0;
            Rready = 1'b1;
            Read_Data = 0; 
            if (Bvalid && (Bresp == 2'b00)) begin       
                Rready = 1'b0;
                nextstate =  IDLE;
                end
            else     nextstate  = Wr_Addr_channel;
              end 
     default     begin   Rready = 0; 
                         ARaddr = 0;
                         ARvalid = 0;
                         Read_Data = 0; 
                         Wvalid = 0;
                         AWvalid = 0;
                         AWaddr = 0;
                         Wdata = 0;
                         Bready = 0;
                         nextstate =  IDLE;  end           
     endcase
     end
endmodule
==> metrics.cfg <==
[status]
outcome=finished, final reports clean

[placement]
gp_congestion=0.848
hpwl_um=7500
place_area_um2=3710
io_buffer_count=241

[setup_path]
crit_required_ns=3.12
crit_type=in -> out
crit_path_max_fanout=33
worstRegToRegCells=3
reg2reg_slack_ns=2.59
end_kind=primary output
timing.rr.end=state[0]
crit_arrival_ns=2.56
cp-start-kind=input port
r2r-start=state[2]

[power]
p_per_area_nw_per_um2=118
sequentialPowerShare=0.152
internal-power_w=0.000345
power_switching_w=0.0000992
leakage_nw=1.32
vdd.ir_drop.worst_mv=0.124
clockPowerShare=0.208
switching_share=0.224
pwr-share-comb=0.640

[clock_network]
cts_made_buffers=3
cts.sinks=6
htreeDepth=1
clock_path_buffers=2
root_buffer=clkbuf_8
clkTransAtPathRegs_ns=0.03
cts_resized=0
cts_tree=done
hold_buffers=0
insertion_delay_ns=0.22
postCtsSetupBuffers=0

[detailed_routing]
dr.first_iter.drc_count=32
drt-met1-wl_um=3180
drc=0
wl_met2_um=4310
drt-total-wl_um=8420
wl_per_cell_um=15.4
via_per_inst=3.49
top_layer=met4
vias=1906
antenna_left=0
diodes=0
route.met3.wl_um=916
drt_first_pass_iters=4

[timing]
hold_violations=0
period_needed_ns=3.34
skew_ns=0.00470
worst-slew-pin-transition_ns=0.757
rsz0062_at_grt=false
final-setup-viol-count=0
max_freq_mhz=300
fin_setup_tns_ns=0
final_max_slew_viol_count=0
finalCritPeriodShare=0.856
max_slew_margin=0.494

[floorplan]
core_um2=10400
rows=37
die_w_um=124
fp_util=0.115
dieHeight_um=124
io_pins=246
dieArea_um2=15400

[global_routing]
grt_usage=0.0952
grt_max_degree=34
first_global_vias=1887
antenna_found_initial=0
grt_pass1_wl_um=11400
grt_overflow=0

[synth]
synth.avg_cell_area_um2=6.78
ys.flops=6
ys_warn_count=1
netlist_area_um2=1200
ys_area_um2=1200
synth_cells=177
synth_seq_share=0.100
yosys-stat-cells=177
synth.distinct_cells=26

[cells_and_area]
post-route-cell-area_um2=3750
largest_register_ffs=6
fillers=1064
most-common-layout-cells=clkdlybuf4s50_1 (241), nor2b_1 (96), and2_1 (32), dfxtp_1 (6), conb_1 (4)
areaGrowthSynthToFinish_pct=212
reg_top3=state: 6 flops
drive_above_1_share=0.0268
layout_top_cell=clkdlybuf4s50_1
largest_register=state

[hold_path]
worstHoldStart=state[2]
hold_class=reg -> reg
worst_hold_path.num_cells=2
hold_path_end=state[2]

[job]
cap_violations=0
warnings=25

-- synthesized netlist by cell type (all sizes together) --
cell / n / area, µm²
a21bo: 1 / 10.0
a21boi: 3 / 22.5
a21oi: 1 / 5.00
a22oi: 1 / 7.51
a31oi: 1 / 6.26
and2: 32 / 200
and3: 1 / 6.26
and4bb: 1 / 12.5
buf: 13 / 93.8
clkbuf: 3 / 15.0
conb: 1 / 3.75
dfxtp: 6 / 120
inv: 3 / 11.3
nand2: 3 / 11.3
nand2b: 2 / 12.5
nand3: 1 / 5.00
nand3b: 1 / 7.51
nor2: 3 / 18.8
nor2b: 96 / 601
nor3b: 1 / 7.51
o21ai: 1 / 5.00
o311ai: 1 / 8.76
or2: 1 / 8.76
-- power by group through the flow --
| stage | clock network (W) | registers, W | logic (W) |
|---|---|---|---|
| 6_report | 0.0000923 | 0.0000676 | 0.000284 |
| 5_1_grt | 0.0000975 | 0.0000679 | 0.000308 |
| 4_1_cts | 0.0000935 | 0.0000675 | 0.000291 |
-- final cells by class --
class	count	area, µm²	share of cell area
sequential	6	120	0.0321
tap	136	170	0.0454
inverter	3	11.3	0.00301
multi-input combinational	155	977	0.261
clock buffer	3	41.3	0.0110
timing repair buffer	243	2430	0.648
-- how the worst max path moves through the flow --
stage	to	from
CTS	Read_Data[9]	Rresp[1]
global route	Read_Data[9]	Rresp[0]
finish	Read_Data[9]	Rresp[1]
-- layer usage --
metal  GRT usage  vias to the layer above
met5           0                        -
met4     0.00216                        0
met3      0.0326                        5
met2       0.178                      108
met1       0.107                      797
li1            -                      996
-- kinds of logic after synthesis --
group,synth area share
AND-OR/OR-AND,0.0542
buffers and inverters,0.100
flip-flops,0.100
other,0.00313
AND/OR/NAND/NOR,0.742
-- critical path: stages --
cell and delay [ns]:
clkdlybuf4s50_1 0.42, and4bb_2 0.64, and2_1 0.20, clkdlybuf4s50_1 0.51
-- per-stage QoR --
step,hold slack [ns],std cells,power [W],setup WS (ns),utilization
6_report,0.495,546,0.000444,0.563,0.360
3_5_place_dp,0.494,543,0.000357,0.577,0.356
3_3_place_gp,0.492,543,0.000357,0.628,0.356
2_1_floorplan,0.445,180,0.000130,1.76,-
5_1_grt,0.510,546,0.000474,0.483,0.360
4_1_cts,0.500,546,0.000452,0.566,0.360
Power and IR drop assume default switching activity.
