--- design.v ---
`timescale 1ns / 1ps
module interconnect
#(parameter 
                ddr=3'b000,
                sd=3'b010,
                ether=3'b011,
                uart=3'b100,
                vga=3'b101,
   		     ps2=3'b110
)
(
input clk,
input [2:0]select,
output reg [31:0]ARADDR_v,
output reg ARVALID_v,
input ARREADY_v,
output reg RREADY_v,
input [31:0]RDATA_v,
input RRESP_v,RVALID_v,
output reg [31:0]AWADDR_v,
output reg AWVALID_v,
input AWREADY_v,
output reg [31:0] WDATA_v,
output reg  [3:0] WSTRB_v,
output reg  WVALID_v,
input WREADY_v,
output reg BREADY_v,
input  BRESP_v,BVALID_v,
output reg [31:0]ARADDR_e,
output reg ARVALID_e,
input ARREADY_e,
output reg RREADY_e,
input [31:0]RDATA_e,
input RRESP_e,RVALID_e,
output reg [31:0]AWADDR_e,
output reg AWVALID_e,
input AWREADY_e,
output reg [31:0] WDATA_e,
output reg  [3:0] WSTRB_e,
output reg  WVALID_e,
input WREADY_e,
output reg BREADY_e,
input  BRESP_e,BVALID_e,
output reg [31:0]ARADDR_p,
output reg ARVALID_p,
input ARREADY_p,
output reg RREADY_p,
input [31:0]RDATA_p,
input RRESP_p,RVALID_p,
output reg [31:0]AWADDR_p,
output reg AWVALID_p,
input AWREADY_p,
output reg [31:0] WDATA_p,
output reg  [3:0] WSTRB_p,
output reg  WVALID_p,
input WREADY_p,
output reg BREADY_p,
input  BRESP_p,BVALID_p,
output reg [31:0]ARADDR_u,
output reg ARVALID_u,
input ARREADY_u,
output reg RREADY_u,
input [31:0]RDATA_u,
input RRESP_u,RVALID_u,
output reg [31:0]AWADDR_u,
output reg AWVALID_u,
input AWREADY_u,
output reg [31:0] WDATA_u,
output reg  [3:0] WSTRB_u,
output reg  WVALID_u,
input WREADY_u,
output reg BREADY_u,
input  BRESP_u,BVALID_u,
output reg [31:0]ARADDR_s,
output reg ARVALID_s,
input ARREADY_s,
output reg RREADY_s,
input [31:0]RDATA_s,
input RRESP_s,RVALID_s,
output reg [31:0]AWADDR_s,
output reg AWVALID_s,
input AWREADY_s,
output reg [31:0] WDATA_s,
output reg  [3:0] WSTRB_s,
output reg  WVALID_s,
input WREADY_s,
output reg BREADY_s,
input  BRESP_s,BVALID_s,
output reg [31:0]ARADDR_d,
output reg ARVALID_d,
input ARREADY_d,
output reg RREADY_d,
input [31:0]RDATA_d,
input RRESP_d,RVALID_d,
output reg [31:0]AWADDR_d,
output reg AWVALID_d,
input AWREADY_d,
output reg [31:0] WDATA_d,
output reg  [3:0] WSTRB_d,
output reg  WVALID_d,
input WREADY_d,
output reg BREADY_d,
input  BRESP_d,BVALID_d,
input [31:0]ARADDR_m,
input ARVALID_m,
output reg ARREADY_m,
input RREADY_m,
output reg [31:0]RDATA_m,
output reg RRESP_m,RVALID_m,
input [31:0]AWADDR_m,
input AWVALID_m,
output reg AWREADY_m,
input [31:0] WDATA_m,
input  [3:0] WSTRB_m,
input  WVALID_m,
output reg WREADY_m,
input BREADY_m,
output reg  BRESP_m,BVALID_m
);
always@(posedge clk)
begin
  case(select)
   ddr  : begin
			ARADDR_d<=ARADDR_m;
			ARVALID_d<=ARVALID_m;
			ARREADY_m<=ARREADY_d;
			 RREADY_d<=RREADY_m;
            		 RDATA_m<=RDATA_d;
             		 RRESP_m<=RRESP_d;
			 RVALID_m<=RVALID_d;
			 AWADDR_d<=AWADDR_m;
			 AWVALID_d<=AWVALID_m;
			 AWREADY_m<=AWREADY_d;
			 WDATA_d<=WDATA_m;
			 WSTRB_d<=WSTRB_m;
			 WVALID_d<=WVALID_m;
			 WREADY_m<=WREADY_d;
			 BREADY_d<=BREADY_m;
			 BRESP_m<=BRESP_d;
			 BVALID_m<=BVALID_d;
          end
   sd   : begin
			ARADDR_s<=ARADDR_m;
			ARVALID_s<=ARVALID_m;
			ARREADY_m<=ARREADY_s;
			 RREADY_s<=RREADY_m;
             		 RDATA_m<=RDATA_s;
             		 RRESP_m<=RRESP_s;
			 RVALID_m<=RVALID_s;
			 AWADDR_s<=AWADDR_m;
			 AWVALID_s<=AWVALID_m;
			 AWREADY_m<=AWREADY_s;
			 WDATA_s<=WDATA_m;
			 WSTRB_s<=WSTRB_m;
			 WVALID_s<=WVALID_m;
			 WREADY_m<=WREADY_s;
			 BREADY_s<=BREADY_m;
			 BRESP_m<=BRESP_s;
			 BVALID_m<=BVALID_s;
          end
   ether: begin
			ARADDR_e<=ARADDR_m;
			ARVALID_e<=ARVALID_m;
			ARREADY_m<=ARREADY_e;
			 RREADY_e<=RREADY_m;
            		 RDATA_m<=RDATA_e;
            		 RRESP_m<=RRESP_e;
			 RVALID_m<=RVALID_e;
			 AWADDR_e<=AWADDR_m;
			 AWVALID_e<=AWVALID_m;
			 AWREADY_m<=AWREADY_e;
			 WDATA_e<=WDATA_m;
			 WSTRB_e<=WSTRB_m;
			 WVALID_e<=WVALID_m;
			 WREADY_m<=WREADY_e;
			 BREADY_e<=BREADY_m;
			 BRESP_m<=BRESP_e;
			 BVALID_m<=BVALID_e;
          end
   uart : begin
			ARADDR_u<=ARADDR_m;
			ARVALID_u<=ARVALID_m;
			ARREADY_m<=ARREADY_u;
			 RREADY_u<=RREADY_m;
            		 RDATA_m<=RDATA_u;
             		 RRESP_m<=RRESP_u;
			 RVALID_m<=RVALID_u;
			 AWADDR_u<=AWADDR_m;
			 AWVALID_u<=AWVALID_m;
			 AWREADY_m<=AWREADY_u;
			 WDATA_u<=WDATA_m;
			 WSTRB_u<=WSTRB_m;
			 WVALID_u<=WVALID_m;
			 WREADY_m<=WREADY_u;
			 BREADY_u<=BREADY_m;
			 BRESP_m<=BRESP_u;
			 BVALID_m<=BVALID_u;
          end
   vga  : begin
			ARADDR_v<=ARADDR_m;
			ARVALID_v<=ARVALID_m;
			ARREADY_m<=ARREADY_v;
			 RREADY_v<=RREADY_m;
            		 RDATA_m<=RDATA_v;
            		 RRESP_m<=RRESP_v;
			 RVALID_m<=RVALID_v;
			 AWADDR_v<=AWADDR_m;
			 AWVALID_v<=AWVALID_m;
			 AWREADY_m<=AWREADY_v;
			 WDATA_v<=WDATA_m;
			 WSTRB_v<=WSTRB_m;
			 WVALID_v<=WVALID_m;
			 WREADY_m<=WREADY_v;
			 BREADY_v<=BREADY_m;
			 BRESP_m<=BRESP_v;
			 BVALID_m<=BVALID_v;
          end
   ps2  : begin
			ARADDR_p<=ARADDR_m;
			ARVALID_p<=ARVALID_m;
			ARREADY_m<=ARREADY_p;
			 RREADY_p<=RREADY_m;
            		 RDATA_m<=RDATA_p;
           	         RRESP_m<=RRESP_p;
			 RVALID_m<=RVALID_p;
			 AWADDR_p<=AWADDR_m;
			 AWVALID_p<=AWVALID_m;
			 AWREADY_m<=AWREADY_p;
			 WDATA_p<=WDATA_m;
			 WSTRB_p<=WSTRB_m;
			 WVALID_p<=WVALID_m;
			 WREADY_m<=WREADY_p;
			 BREADY_p<=BREADY_m;
			 BRESP_m<=BRESP_p;
			 BVALID_m<=BVALID_p;
          end
  endcase
 end
endmodule
--- run.sh ---
#!/bin/bash
# OpenROAD 26Q1-2900-gdf79404cd8, Yosys 0.63+post, stock flow scripts
make -C /OpenROAD-flow-scripts/flow DESIGN_CONFIG=/design/flow/config.mk WORK_HOME=/design/flow/orfs finish
--- config.mk ---
export PLATFORM = sky130hd
export DESIGN_NAME = interconnect
export DESIGN_NICKNAME = interconnect
export VERILOG_FILES = /design/flow/design.v
export SDC_FILE = /design/flow/constraint.sdc
export NUM_CORES = 4
export LEC_CHECK = 1
export CORE_AREA = 10 10 406 406
export DIE_AREA = 0 0 416 416
--- constraint.sdc ---
current_design interconnect

set clk_period 5.1
set clk_io_pct 0.2

create_clock -name clk0 -period $clk_period [get_ports {clk}]

set non_clock_inputs [all_inputs -no_clocks]
set_input_delay [expr $clk_period * $clk_io_pct] -clock clk0 $non_clock_inputs
set_output_delay [expr $clk_period * $clk_io_pct] -clock clk0 [all_outputs]
==> results.sh <==
# source this file to load flow results
export IMPL_status="completed"
export IMPL_grt_total_usage_pct=11.15
export IMPL_die_height_microns=416
export IMPL_min_period_ns=2.791
export IMPL_ir_drop_mv=0.2253
export IMPL_critPathKind="in2reg"
export IMPL_ys_async_sr_fraction_pct=0
export IMPL_end_kind="flop"
export IMPL_overflow=0
export IMPL_crit_buf_inv=3
export IMPL_syn_cell_area_sq_mm=0.02266
export IMPL_edf_count=669
export IMPL_cts_setup_buffers=0
export IMPL_cp_top_family="buffers and inverters"
export IMPL_first_global_vias=15070
export IMPL_rsz0062_at_grt="no"
export IMPL_yosysWarnings=1
export IMPL_hpwl_mm=75.24
export IMPL_maxSlewViolCount=0
export IMPL_crit_path_start="select[0]"
export IMPL_finalCritPeriodShare_pct=54.73
export IMPL_worst_pin_slew_ns=0.8626
export IMPL_ys_cells=985
export IMPL_grt_pass1_wl_mm=131.1
export IMPL_final_setup_viol_count=0
export IMPL_hold_buffers=0
export IMPL_root_buffer="clkbuf_16"
export IMPL_cts_tree="yes"
export IMPL_synth_flops=669
export IMPL_synth_area_yosys_sq_mm=0.02266
export IMPL_routedWlPerCell_microns=23.53
export IMPL_lay_top_count="clkdlybuf4s50_1"
export IMPL_path_cells="buf_4 -> buf_4 -> nor3b_4 -> buf_12"
export IMPL_cp_common_cell="buf_4"
export IMPL_crit_fanout=63
export IMPL_ioPinCount=1012
export IMPL_die_x_microns=416
export IMPL_relSlewSlack_pct=42.43
export IMPL_clk_pin_slew_worst_paths_ns=0.06
export IMPL_num_fill_cells=15970
export IMPL_gp_congestion=0.8997
export IMPL_met3_length_mm=11.45
export IMPL_critPathRequiredTime_ns=5.37
export IMPL_ys_seq_share_pct=88.64
export IMPL_drtIter0Drc=1061
export IMPL_timing_fmax_mhz=358.3
export IMPL_crit_arrival_ns=3.07
export IMPL_ys_flop_type="edfxtp_1"
export IMPL_finalHoldViolations=0
export IMPL_hp_start="select[1]"
export IMPL_core_area_sq_mm=0.1560
export IMPL_numCtsBuffers=76
export IMPL_maxUsedRoutingLayer="met5"
export IMPL_wl_met1_mm=30.75
export IMPL_htree_levels=3
export IMPL_clock_sinks=669
export IMPL_fp_row_count=145
export IMPL_die_area_sq_mm=0.1731
export IMPL_wl_met2_mm=53.30
export IMPL_hp_class="in2reg"
export IMPL_initial_core_util_pct=14.53
export IMPL_antenna_found_initial=21
export IMPL_crit_slowest_cell="nor3b_4"
export IMPL_vias=14080
export IMPL_postSynthCellCount=985
export IMPL_finish_utilization_pct=24.19
export IMPL_vias_per_cell=3.373
export IMPL_power_uw=12960
export IMPL_post_route_drc_count=0
export IMPL_power_leakage_uw=0.01233
export IMPL_openroad_warnings=26
export IMPL_synth_cell_types=36
export IMPL_cts_resized=0
export IMPL_cp_start_kind="input pin"
export IMPL_slowest_delay_ns=0.77
export IMPL_drv_cap=0
export IMPL_power_density_mw_per_mm2=343.5
export IMPL_wl_mm=98.26
export IMPL_syn_to_final_growth_pct=66.55
export IMPL_layout_top_cells="clkdlybuf4s50_1 (1,008), edfxtp_1 (669), clkbuf_16 (76)"
export IMPL_clock_path_buffers=3
export IMPL_drive_above_1_share_pct=9.190
export IMPL_drtAntennaViolNets=0
export IMPL_port_buffers=1011
export IMPL_dr_pass1_iters=5
export IMPL_avgSynthCellArea_sq_um=23.01
export IMPL_grt_max_degree=74
## per-stage QoR
| stage | setup WS, ns | area [sq um] | hold WS (ns) | cells | setup TNS (ns) |
|---|---|---|---|---|---|
| after floorplan | -1.362 | 22680 | 1.119 | 985 | -286.01 |
| after global placement | 1.702 | 35380 | 1.580 | 4037 | 0 |
| after detailed placement | 1.660 | 35380 | 1.577 | 4037 | 0 |
| after CTS | 2.178 | 37730 | 0.8413 | 4169 | 0 |
| after global routing | 2.252 | 37750 | 0.8777 | 4176 | 0 |
| final | 2.309 | 37750 | 0.9224 | 4176 | 0 |
## cell usage after synthesis, types with 6 or more instances
master     number  share of area (%)
o221ai_1       11               0.43
a32oi_1         7               0.27
o21bai_1       22               0.73
buf_2          19               0.42
a2bb2oi_2       7               0.46
buf_6          13               0.65
a21oi_1        11               0.24
mux2_2         40                2.0
nand2b_1       11               0.30
a211oi_2        6               0.33
o211a_1        21               0.93
o21ai_0         7               0.15
edfxtp_1      669                 89
a211oi_1       15               0.50
a21boi_0        7               0.23
buf_4           7               0.23
o22ai_1        31               0.86
mux2i_1        22               0.97
or4b_1         10               0.44
a32o_1          7               0.31
nor2_1         24               0.40
## area by class of cell
cell class	instances	area (sq um)	share of cell area, %
well taps	2058	2575	6.822
diodes	7	17.52	0.04641
clock inverters	41	391.6	1.037
inverters	2	7.507	0.01989
repair buffers	1037	10410	27.57
multi-input cells	271	2301	6.096
clock buffers	91	1958	5.187
flip-flops and latches	669	20090	53.22
## power breakdown
part           total, uW  switching, uW  internal (uW)
registers           6470           81.1           6390
logic               1290            517            778
clock network       5200           2310           2890
total              13000           2910          10100
## cell families (layout without fill, tap and decap cells)
kind of cell    count (synthesis)  after routing  synth area share [%]
compound gates                154            154                 5.515
other cells                     0              7                     0
mux                            63             63                 3.009
flops                         669            669                 88.64
simple gates                   54             54                 1.435
buf+inv                        45           1171                 1.402
## worst paths after layout
check	depth (start not counted)	endpoint
max	4	AWADDR_s[19]
min	2	RDATA_m[9]
## per-layer routing
layer	vias up	track usage (%)
met2	806	19.99
met5	-	0
met3	135	6.088
li1	6216	-
met4	6	2.848
met1	6921	11.08
Power and IR drop assume default switching activity.
